File: flow/run.sh
#!/bin/bash
# OpenROAD 26Q1-2900-gdf79404cd8, Yosys 0.63+post, stock flow scripts
make -C /OpenROAD-flow-scripts/flow DESIGN_CONFIG=/design/flow/config.mk WORK_HOME=/design/flow/orfs finish
File: flow/config.mk
export PLATFORM = sky130hd
export DESIGN_NAME = LC3DataPath
export DESIGN_NICKNAME = LC3DataPath
export VERILOG_FILES = /design/flow/design.v
export SDC_FILE = /design/flow/constraint.sdc
export NUM_CORES = 4
export LEC_CHECK = 1
export CORE_UTILIZATION = 40
File: flow/constraint.sdc
current_design LC3DataPath

set clk_period 9.6
set clk_io_pct 0.2

create_clock -name clk0 -period $clk_period [get_ports {clk}]

set non_clock_inputs [all_inputs -no_clocks]
set_input_delay [expr $clk_period * $clk_io_pct] -clock clk0 $non_clock_inputs
set_output_delay [expr $clk_period * $clk_io_pct] -clock clk0 [all_outputs]
File: flow/design.v
module LC3DataPath(
        output [15:0] addr,
        output [15:0] dataWrite,
        input  [15:0] dataRead,
        output dataWrEn,
        input clk, input rst);
    parameter StartAddr = 16'h3000;
    wire [16-1:0] SR1_out, SR2_out, DR_in;
    wire [3-1:0] SR1, SR2, DR;
    wire [16-1:0] IR;
    wire [16-1:0] alu_out, alu_opa, alu_opb;
    wire [16-1:0] PC, NPC, PC_plus_one;
    wire [16-1:0] immediate, offset, offset6;
    wire [1:0] alu_fn;
    wire [3:0] opcode;
    wire [5-1:0] state, next_state;
    wire IR_we, PC_we, NZP_we;
    wire  addr_sel, DR_sel;
    wire [16-1:0] control_word;
    wire [5-1:0] dispatch_state;
    wire [1:0] state_sel;
    wire alu_opa_sel;
    wire [1:0] alu_opb_sel;
    wire branch_taken, BR_sel;
    wire N, Z, P;  
    wire [2:0] NZP, nzp_in;  
    assign {P, Z, N} = NZP;
    assign invalid_op = (opcode != 4'b0001) &&
                        (opcode != 4'b0101) && (opcode != 4'b1001) &&
                        (opcode != 4'b0010)  && (opcode != 4'b0011)  &&
                        (opcode != 4'b1100) && (opcode != 4'b0000)  &&
                        (opcode != 4'b0110)  && (opcode != 4'b0111);
    assign next_state = (state_sel == 2'b00) ? state + 1 :
                        (state_sel == 2'b01) ? dispatch_state :
                        5'b0000;
    assign opcode = IR[15:12];
    assign SR1 = IR[8:6];
    assign SR2 = (dataWrEn) ? DR : IR[2:0];  
    assign DR = IR[11:9];
    assign addr       = (addr_sel) ? PC : alu_out;
    assign dataWrite  = SR2_out;
    assign alu_opa    = (alu_opa_sel) ? PC_plus_one : SR1_out;
    assign alu_opb    = (alu_opb_sel == 2'b11) ? offset :
                        (alu_opb_sel == 2'b10) ? offset6 :
                        (alu_opb_sel == 2'b01) ? immediate :
                        SR2_out;
    assign DR_in      = (DR_sel) ? dataRead : alu_out;
    assign immediate = {{12{IR[4]}}, IR[3:0]};
    assign offset = {{8{IR[8]}}, IR[7:0]};
    assign offset6 = {{10{IR[5]}}, IR[5:0]};
    assign PC_plus_one = PC + 1;
    assign branch_taken = (BR_sel && ((IR[11] & N) | (IR[10] & Z) | (IR[9] & P)));
    assign NPC = (NPC_sel) ? SR1_out : 
                 (branch_taken) ? alu_out :
                 PC_plus_one;
    assign {IR_we, PC_we, DR_we, dataWrEn, alu_fn, 
     addr_sel, alu_opa_sel, alu_opb_sel, DR_sel,
     NPC_sel, state_sel, NZP_we, BR_sel}   = control_word;
    assign nzp_in[0] = (DR_in[15] == 1'b1);                
    assign nzp_in[1] = (DR_in == 16'b0);                   
    assign nzp_in[2] = (DR_in[15] == 1'b0 && DR_in != 0);  
   DispatchROM  DPROM(.state(dispatch_state),
          .opcode(opcode),
          .immediate(IR[5]));
   UopROM UROM( .control_word(control_word),
    .state(state));
    RegFile RF( .SrcAddr1(SR1), .SrcData1(SR1_out), .SrcAddr2(SR2), .SrcData2(SR2_out), 
                .DstAddr(DR), .DstData(DR_in),
                .WriteEn(DR_we), .clk(clk));
    ALU LC3ALU( .result(alu_out),
                .opA(alu_opa),
                .opB(alu_opb),
                .fn(alu_fn));
    Register #(16,StartAddr)  PC_REG (.q(PC),     
                                      .d(NPC), 
                                      .we(PC_we),
                                      .clk(clk),
                                      .rst(rst));
    Register #(16)  IR_REG (.q(IR),
                            .d(dataRead),
                            .we(IR_we),
                            .clk(clk),
                            .rst(rst));
    Register #(5) CONTRL_REG (.q(state),
                              .d(next_state),
                              .we(1'b1),
                              .clk(clk),
                              .rst(rst));
    Register #(3) NZP_REG (.q(NZP),
                           .d(nzp_in),
                           .we(NZP_we),
                           .clk(clk),
                           .rst(rst));
endmodule  
module UopROM(
        output [16-1:0] control_word,
        input [5-1:0]         state);
   reg [16-1:0]         control_word;
   always @* begin
     case (state)
       5'b00000: control_word = 16'b1000001000000000;  
       5'b00001: control_word = 16'b0000000000000100;  
       5'b00010: control_word = 16'b0100000000011100;  
       5'b00011: control_word = 16'b0110110000001110;  
       5'b00100: control_word = 16'b0110000001001110;  
       5'b00101: control_word = 16'b0110000000001110;  
       5'b00110: control_word = 16'b0110100001001110;  
       5'b00111: control_word = 16'b0110100000001110;  
       5'b01000: control_word = 16'b0000000111000000;  
       5'b01001: control_word = 16'b0110000111101110;  
       5'b01010: control_word = 16'b0000000010000000;  
       5'b01011: control_word = 16'b0110000010101110;  
       5'b01100: control_word = 16'b0000000111000000;  
       5'b01101: control_word = 16'b0101000111001100;  
       5'b01110: control_word = 16'b0000000010000000;  
       5'b01111: control_word = 16'b0101000010001100;  
       5'b10000: control_word = 16'b0000000111000000;  
       5'b10001: control_word = 16'b0100000111001101;  
       default: control_word = 0;
     endcase  
   end  
endmodule  
module DispatchROM(
       output [5-1:0] state,
       input [4-1:0] opcode,
       input          immediate);
   reg [5-1:0]          state;
   always @* begin
     casex ({opcode,immediate})
       5'b00010: state = 5'b00101;  
       5'b00011: state = 5'b00100;  
       5'b01010: state = 5'b00111;  
       5'b01011: state = 5'b00110;  
       5'b1001x: state = 5'b00011;  
       5'b1100x: state = 5'b00010;  
       5'b0010x: state = 5'b01000;  
       5'b0011x: state = 5'b01100;  
       5'b0000x: state = 5'b10000;  
       5'b0110x: state = 5'b01010;  
       5'b0111x: state = 5'b01110;  
       default: state = 0;
     endcase  
   end  
endmodule  
module LC3Memory(
    input [16-1:0] addr, 
    input [16-1:0] DataWrite, 
    output [16-1:0] DataRead,
    input WriteEn, 
    input clk);
    reg [16-1:0] mem[0:65536-1];
    assign DataRead = mem[addr];
    always @ (posedge clk) begin
        if (WriteEn)
            mem[addr] <= DataWrite;
    end
endmodule
module RegFile(
    input [3-1:0] SrcAddr1, 
    output [16-1:0] SrcData1, 
    input [3-1:0] SrcAddr2, 
    output [16-1:0] SrcData2, 
    input [3-1:0] DstAddr,
    input [16-1:0] DstData,
    input WriteEn, 
    input clk);
    reg [16-1:0] mem[0:8-1];
    assign SrcData1 = mem[SrcAddr1];
    assign SrcData2 = mem[SrcAddr2];
    always @ (posedge clk)
        if (WriteEn)
            mem[DstAddr] <= DstData;
endmodule
module ALU(
    output [16-1:0] result,
    input [16-1:0] opA,
    input [16-1:0] opB,
    input [2-1:0] fn);
    wire [16-1:0] addResult, andResult, notResult;
    assign addResult = opA + opB;
    assign andResult = opA & opB;
    assign notResult = ~opA;
    assign result = (fn == 2'b11) ? notResult : 
        (fn[1] == 1'b0) ? addResult : andResult;
endmodule
module Register(
    output [width-1:0] q, 
    input [width-1:0] d,
    input we,
    input clk,
    input rst);
    parameter width = 16;
    parameter rst_value = 0;
    reg [width-1:0] q;
    always @ (posedge clk or negedge rst)
        if (~rst)
            q <= rst_value;
        else 
            q <= (we) ? d : q;
endmodule
==> results.toml <==
# physical design summary
[run_status]
status = "finished clean"

[timing]
setup_viol = 0
hold_viol_final = 0
slew_headroom_pct = 42.1
min_period_over_period_pct = 92.0
skew_ns = 0.0105
fin_crit_ns = 8.83
fin_tns_setup_ns = 0
rsz0062_at_grt = "false"
max_freq_mhz = 113
report.final.slew_viol_count = 0
worstMarginPinSlew_ns = 0.868

[synth]
ys_cells = 933
ys_async_sr_fraction_pct = 23.8
edf_count = 128
syn_area_um2 = 10400
syn_area_per_cell_um2 = 11.1
ys_chip_area_um2 = 10400
ys.flops = 168
ff_type = "edfxtp_1"
syn-instance-count = 933
yosysUniqueCellTypes = 76
ys_top_cells_by_area = "edfxtp_1 37%, mux4_2 10%, dfrtp_1 9.2%"
synth_top_area_share_pct = 37.1
yosys_warnings = 10
yosys.area.top_type = "edfxtp_1"
yosysSeqAreaShare_pct = 46.8

[grt]
antenna_found_initial = 0
grt_pass1_vias = 8053
grt_use_total_pct = 27.1
grt_max_degree = 41
gr-total-overflow = 0
grt_pass1_wl_um = 49700

[critical_path]
crit_path_start = "CONTRL_REG.q[3]$_DFF_PN0_"
reg2reg_depth = 17
critical_path.slowest_cell = "mux2i_4"
crit_arrival_ns = 6.91
end_kind = "output port"
rrSetupSlack_ns = 2.68
reg2reg_to = "NZP_REG.q[1]$_DFFE_PN0P_"
cp_slowest_stage_delay_ns = 0.76
critical_path_depth = 16
required_ns = 7.68
crit_family = "AND-OR/OR-AND gates"
startpoint_type = "flip-flop"
cp_common_cell = "a21oi_1"
cp_max_fo = 22
path_class = "reg -> out"
r2r_start = "CONTRL_REG.q[3]$_DFF_PN0_"
crit_end = "addr[14]"
worstPathCellList = "nor2b_1, nand3_1, mux2i_4, buf_12, mux4_2, mux2_2, o21ai_0, a21oi_1, ha_1, a21oi_1, o21ai_0, a31oi_1, o31ai_1, a211oi_1, a21oi_1, clkdlybuf4s50_1"
critPathBufInv = 2

[layout]
area_delta_synth_final_pct = 15.3
drive_above_1_share_pct = 17.1
final_area_um2 = 12000
lay_top_count = "edfxtp_1"
final_cell_mix = "128 x edfxtp_1, 102 x nand2_1, 89 x nor2_1, 75 x a21oi_1, 59 x o21ai_0"

[drt]
vias_per_cell = 6.10
drt_first_iter_violations = 663
routed_wl_um = 32700
drc = 0
dr.pass1.iters = 5
detail-route-antenna-nets = 0
wl_per_cell_um = 24.8
antenna_cells = 0
vias = 8029

[cts]
clockBufferDepth = 2
clock_sinks = 168
cts_resized = 0
root_buffer = "clkbuf_16"
cts_tree = "built"
clkLatencyLatePin_ns = 0.43
clk_pin_slew_ns = 0.08
cts_setup_buffers = 0
cts_htree_levels = 4
cts_hold_buf = 0
numCtsBuffers = 17

[floorplan]
boundaryPins = 51
core_um2 = 25300
initial_utilization_pct = 40.9
row_count = 58
die-height_um = 163
die_area_um2 = 26600
die_x_um = 163

[min_path]
hold_class = "reg -> reg"

[placement]
dp_hpwl_um = 23300
port_buffers = 50
post_dp_cell_area_um2 = 11300
place.gp.congestion = 0.941

[job]
openroad.warnings = 29
drv_cap = 0
[final cells by class]
type                    count  area, um2
clock inverters            15        214
multi-input cells         688       5230
well taps                 330        413
clock buffers              17        425
fillers                  2262      13400
flip-flops and latches    168       4850
repair buffers             85        771
inverters                  14       52.6
[registers in the layout (all words and copies together) (netlist names)]
signal and count:
CONTRL_REG.q 5, IR_REG.q 16, NZP_REG.q 3, PC_REG.q 16, RF.mem 128
[how the worst min path moves through the flow]
stage,slack (ns),end,start,depth (start not counted)
global route,0.51,IR_REG.q[3]$_DFFE_PN0P_,IR_REG.q[3]$_DFFE_PN0P_,2
finish,0.49,IR_REG.q[3]$_DFFE_PN0P_,IR_REG.q[3]$_DFFE_PN0P_,2
CTS,0.50,IR_REG.q[3]$_DFFE_PN0P_,IR_REG.q[3]$_DFFE_PN0P_,2
[stage by stage]
step	cells	setup slack (ns)	hold slack (ns)	util [%]
6_report	1317	0.772	0.489	47.2
4_1_cts	1317	0.843	0.496	47.2
3_5_place_dp	1285	1.35	0.464	44.7
3_3_place_gp	1285	1.43	0.459	44.7
5_1_grt	1317	0.374	0.505	47.2
2_1_floorplan	933	3.21	0.442	-
[Yosys cell counts (3+ instances only)]
| cell | instances |
|---|---|
| a211oi_1 | 9 |
| ha_1 | 23 |
| buf_2 | 11 |
| o221ai_1 | 4 |
| mux4_1 | 4 |
| xor2_1 | 12 |
| nand2_1 | 102 |
| nor4_1 | 6 |
| o21ai_0 | 59 |
| dfrtp_1 | 38 |
| nand4_1 | 9 |
| nor2b_1 | 7 |
| a221oi_2 | 3 |
| mux4_2 | 46 |
| nor2_1 | 92 |
| o31ai_1 | 3 |
| buf_4 | 4 |
| o211ai_1 | 3 |
| a211o_1 | 4 |
| nand2b_1 | 11 |
| xnor2_1 | 13 |
| mux2i_1 | 50 |
| mux2_2 | 22 |
| inv_1 | 13 |
| a22oi_1 | 11 |
| or2_2 | 4 |
| buf_6 | 3 |
| o21a_1 | 3 |
| nor3_1 | 15 |
| a31oi_1 | 14 |
| and2_1 | 6 |
| and3_1 | 5 |
| nand3_1 | 27 |
| a21oi_1 | 76 |
| edfxtp_1 | 128 |
| clkbuf_1 | 41 |
[logic make-up after synthesis]
kind of cell	after synthesis	synth area share, %
AOI/OAI and AO/OA	220	13.3
xor gates and xnor gates	25	2.11
adders and majority gates	24	2.97
buffers and inverters	77	3.61
DFF	168	46.8
muxes	123	18.3
and+or+nand+nor	296	13.0
[layer usage]
metal	GRT usage, %	up-vias	routed length (um)
met5	0	-	0
met4	3.57	0	576
met3	13.6	43	4200
met2	42.1	448	15200
met1	36.3	3903	12700
li1	-	3635	-
[worst register-to-register path: cells and delay by family (launching register included)]
kind	cells	cell delay, ns
adders and majority gates	1	0.48
xor gates and xnor gates	1	0.11
DFF	1	0.65
AOI/OAI and AO/OA	8	2.17
and+or+nand+nor	3	1.49
buffers and inverters	1	0.32
muxes	3	1.62
